$ cat ./config.mk
export PLATFORM = sky130hd
export DESIGN_NAME = riscv_alu_if
export DESIGN_NICKNAME = riscv_alu_if
export VERILOG_FILES = /design/flow/design.v
export SDC_FILE = /design/flow/constraint.sdc
export NUM_CORES = 4
export LEC_CHECK = 1
export CORE_UTILIZATION = 40
$ cat ./constraint.sdc
current_design riscv_alu_if

set clk_period 12.6
set clk_io_pct 0.2

create_clock -name clk0 -period $clk_period [get_ports {HCLK}]

set non_clock_inputs [all_inputs -no_clocks]
set_input_delay [expr $clk_period * $clk_io_pct] -clock clk0 $non_clock_inputs
set_output_delay [expr $clk_period * $clk_io_pct] -clock clk0 [all_outputs]
$ cat ./design.v
module riscv_alu
(
     input  [  3:0]  alu_op_i		   
    ,input  [ 31:0]  alu_a_i           
    ,input  [ 31:0]  alu_b_i 		   
    ,output [ 31:0]  alu_p_o
	,output reg [4:0]  flcnz
);
reg [31:0]      result_r;
reg [31:16]     shift_right_fill_r;
reg [31:0]      shift_right_1_r;
reg [31:0]      shift_right_2_r;
reg [31:0]      shift_right_4_r;
reg [31:0]      shift_right_8_r;
reg [31:0]      shift_left_1_r;
reg [31:0]      shift_left_2_r;
reg [31:0]      shift_left_4_r;
reg [31:0]      shift_left_8_r;
wire [31:0] sub_res_w = alu_a_i - alu_b_i;
wire [31:0] sum;
wire 		carry;
assign {carry,sum} = alu_a_i + alu_b_i;
always @ (alu_op_i or alu_a_i or alu_b_i or sub_res_w)
begin
	flcnz = 5'b0;
end
always @ (alu_op_i or alu_a_i or alu_b_i or sub_res_w)
begin
    shift_right_fill_r = 16'b0;
    shift_right_1_r = 32'b0;
    shift_right_2_r = 32'b0;
    shift_right_4_r = 32'b0;
    shift_right_8_r = 32'b0;
    shift_left_1_r = 32'b0;
    shift_left_2_r = 32'b0;
    shift_left_4_r = 32'b0;
    shift_left_8_r = 32'b0;
    case (alu_op_i)
       4'd7 :														 
       begin
            if (alu_b_i[0] == 1'b1)
                shift_left_1_r = {alu_a_i[30:0],1'b0};
            else
                shift_left_1_r = alu_a_i;
            if (alu_b_i[1] == 1'b1)
                shift_left_2_r = {shift_left_1_r[29:0],2'b00};
            else
                shift_left_2_r = shift_left_1_r;
            if (alu_b_i[2] == 1'b1)
                shift_left_4_r = {shift_left_2_r[27:0],4'b0000};
            else
                shift_left_4_r = shift_left_2_r;
            if (alu_b_i[3] == 1'b1)
                shift_left_8_r = {shift_left_4_r[23:0],8'b00000000};
            else
                shift_left_8_r = shift_left_4_r;
            if (alu_b_i[4] == 1'b1)
                result_r = {shift_left_8_r[15:0],16'b0000000000000000};
            else
                result_r = shift_left_8_r;
       end
       4'd8,4'd9 :
       begin															 
            if (alu_a_i[31] == 1'b1 && alu_op_i == 4'd9)
                shift_right_fill_r = 16'b1111111111111111;
            else
                shift_right_fill_r = 16'b0000000000000000;
            if (alu_b_i[0] == 1'b1)
                shift_right_1_r = {shift_right_fill_r[31], alu_a_i[31:1]};
            else
                shift_right_1_r = alu_a_i;
            if (alu_b_i[1] == 1'b1)
                shift_right_2_r = {shift_right_fill_r[31:30], shift_right_1_r[31:2]};
            else
                shift_right_2_r = shift_right_1_r;
            if (alu_b_i[2] == 1'b1)
                shift_right_4_r = {shift_right_fill_r[31:28], shift_right_2_r[31:4]};
            else
                shift_right_4_r = shift_right_2_r;
            if (alu_b_i[3] == 1'b1)
                shift_right_8_r = {shift_right_fill_r[31:24], shift_right_4_r[31:8]};
            else
                shift_right_8_r = shift_right_4_r;
            if (alu_b_i[4] == 1'b1)
                result_r = {shift_right_fill_r[31:16], shift_right_8_r[31:16]};
            else
                result_r = shift_right_8_r;
       end       
       4'd0 : 
       begin
            result_r      = sum;
       end
       4'd1 : 
       begin
            result_r      = sub_res_w;
       end
       4'd2 : 
       begin
            result_r      = (alu_a_i & alu_b_i);
       end
       4'd3  : 
       begin
            result_r      = (alu_a_i | alu_b_i);
       end
       4'd4 : 
       begin
            result_r      = (alu_a_i ^ alu_b_i);
       end
       4'd6 : 
       begin
            result_r      = (alu_a_i < alu_b_i) ? 32'h1 : 32'h0;
       end
       4'd5 : 
       begin
            if (alu_a_i[31] != alu_b_i[31])
                result_r  = alu_a_i[31] ? 32'h1 : 32'h0;
            else
                result_r  = sub_res_w[31] ? 32'h1 : 32'h0;    
       end       
       default  : 
       begin
            result_r      = alu_a_i;
       end
    endcase
end
assign alu_p_o    = result_r;
endmodule
module riscv_alu_if #(
	parameter W_ADDR = 32,
	parameter W_DATA = 32,
	parameter WB_DATA = 4,
	parameter W_WB_DATA = 2,
	parameter W_CNT = 16,	
	parameter DEF_HPROT = {1'b0, 1'b0, 1'b0, 1'b1},
	parameter W_PIX = 8)
(
	HCLK,
	HRESETn,
	sl_HREADY,
	sl_HSEL,
	sl_HTRANS,
	sl_HBURST,
	sl_HSIZE,
	sl_HADDR,
	sl_HWRITE,
	sl_HWDATA,
	out_sl_HREADY,				
	out_sl_HRESP,
	out_sl_HRDATA
);
input HCLK;
input HRESETn;
input sl_HREADY;
input sl_HSEL;
input [2-1:0] sl_HTRANS;
input [3-1:0] sl_HBURST;
input [3-1:0] sl_HSIZE;
input [W_ADDR-1:0] sl_HADDR;
input sl_HWRITE;
input [W_DATA-1:0] sl_HWDATA;
output out_sl_HREADY;				
output [2-1:0] out_sl_HRESP;
output reg [W_DATA-1:0] out_sl_HRDATA;
localparam N_REGS = 4;
localparam W_REGS = 2;
localparam REG_ALU_OP_I	 = 0;				 
localparam REG_ALU_A_I	 = 1;				 
localparam REG_ALU_B_I	 = 2;				 
localparam REG_ALU_P_O 	 = 3 ;	 
reg [3:0] alu_op_i;
reg [31:0] alu_a_i, alu_b_i;
wire [31:0] alu_p_o;
wire [4:0] flcnz;
wire [4:0] FLAG_alu_p_o;
reg [W_REGS-1:0] q_sel_sl_reg;
reg q_ld_sl_reg;
always @(posedge HCLK or negedge HRESETn)
begin
	if(~HRESETn)
	begin
		q_sel_sl_reg <= 0;
		q_ld_sl_reg <= 1'b0;
	end	
	else begin
		if(sl_HSEL && sl_HREADY && ((sl_HTRANS == 2'h2) || (sl_HTRANS == 2'h3)))
		begin
			q_sel_sl_reg <= sl_HADDR[W_REGS+W_WB_DATA-1:W_WB_DATA] ;
			q_ld_sl_reg  <= sl_HWRITE ;
		end
		else begin
			q_ld_sl_reg <= 1'b0;
		end
	end
end	
always @(posedge HCLK or negedge HRESETn)
begin
	if(~HRESETn)
	begin
		alu_op_i <= 4'h0;
		alu_a_i <= 32'h0;
		alu_b_i <= 32'h0;
	end 
	else begin
		if(q_ld_sl_reg)
		begin
			case(q_sel_sl_reg)
				REG_ALU_OP_I:
					alu_op_i <= sl_HWDATA[3:0];
				REG_ALU_A_I:
					alu_a_i <= sl_HWDATA ;
				REG_ALU_B_I:
					alu_b_i <= sl_HWDATA ;
			endcase
		end
	end
end
assign out_sl_HREADY = 1'b1;
assign out_sl_HRESP = 0;
always @*
begin:rdata
	out_sl_HRDATA = 'h0;
	case(q_sel_sl_reg)
		REG_ALU_OP_I:
			out_sl_HRDATA = alu_op_i;	
		REG_ALU_A_I:
			out_sl_HRDATA = alu_a_i ;
		REG_ALU_B_I:
			out_sl_HRDATA = alu_b_i ;
		REG_ALU_P_O:
			out_sl_HRDATA = alu_p_o ;
	endcase
end
riscv_alu 
u_alu (
.alu_a_i(alu_a_i), 
.alu_b_i(alu_b_i),
.alu_op_i(alu_op_i),
.alu_p_o(alu_p_o),
.flcnz(flcnz));
endmodule
$ cat ./run.sh
#!/bin/bash
# OpenROAD 26Q1-2900-gdf79404cd8, Yosys 0.63+post, stock flow scripts
make -C /OpenROAD-flow-scripts/flow DESIGN_CONFIG=/design/flow/config.mk WORK_HOME=/design/flow/orfs finish
==> run notes <==
flow finished, numbers: Post-DRT Antenna Nets=0, # DRC=0, clock tree root buffer cell=clkbuf_16, Leak Pwr=~5.6 nW, Max clock buf depth=2, Final setup viols=0, 1st-pass router iterations=5, Critical Path AT=~6.0 ns, CP max-delay cell=dfrtp_1, antenna diode count=0, Post-synth seq share=14.5%, Mapped Area=approximately 12,000 um^2, CP required=between 10 and 15 ns, mean post-synth cell area=a little under 8 um^2, post-route minimum period=roughly 8.5 ns, Cell Pwr Density=between 200 and 300 nW/um^2, Cell Rows=63, worst r2r src=q_sel_sl_reg[1]$_DFFE_PN0P_, Pint=1.63 mW, Yosys warnings=2, Congestion Overflow GR=0, final cycle utilization of the critical path=between 60 and 70%, I/O Pins=approximately 110, status=complete, no violations, initial core utilization=between 40 and 50%, Syn-to-layout area delta=9.92%, RSZ-0062 raised after global routing=no, drt wl/cell=about 29 um, Seq pwr share=14.1%, ys cells=1,585, cell count after synthesis=1,585, r2r endpoint=alu_b_i[28]$_DFFE_PN0P_, number of hold buffers added after CTS=0, area reported by Yosys stat=approximately 12,000 um^2, pre-CTS setup slack=between 4 and 5 ns, layout cells sized above 1=13.3%, worst slew pin tran=around 0.98 ns, Synth area leaders=dfrtp_1 (14%), ha_1 (11%), mux4_2 (7.3%), Post-CTS Setup Inserts=0, total CTS buffers=9, Clk pin slew, worst setup/hold paths=around 0.060 ns, Yosys reg bits=about 70, Comb power frac=about four fifths, total length of routed wires=roughly 56,000 um, R2R setup slack=9.19 ns, Max Clk Rate=118 MHz, number of global-route vias before repair=between 10k and 15k, Core ar.=around 30,000 um^2, worst ir drop on vdd=roughly 0.10 mV, Clock Sinks=between 70 and 80, r2r worst-path depth=7, GP Congestion=1.01, clk latency late pin=around 0.36 ns, Max-cap violations=0, worst setup margin=roughly 4.1 ns, Switch Pwr=2.25 mW, largest net degree at the start of global routing=66, PortBufs=a little over 70, first-pass GRT wire length=83,100 um, Critical Path Source Type=flop, vias=~13k, top cells by count, synth=a21oi_1 (157), nor2_1 (150), nand2_1 (129), Tot GR Track Use=between 30 and 40%, distinct lib cells=around 100, post_cts resized=0, vias per cell=about 6.7, total die size=approximately 31,000 um^2, Crit path largest cell delay=roughly 0.78 ns, Critical Path End Type=output port, DR iter-0 viols=between 1.5k and 2k, clock skew=0.00977 ns, Yosys top cell by area=dfrtp_1, cell depth of the worst min-delay path=1, Clk pwr share=7.1%, Max Slew Vio Count=0, Hold Vio Cnt, Final=0, ys async rst share=100%, Hold Startpoint=alu_b_i[18]$_DFFE_PN0P_, count of tool warnings=roughly 140, Net Sw Frac=between 50 and 60%, Dominant flop cell=dfrtp_1, Design Power=3.87 mW, Max-slew headroom=34.3%, Fill cells=slightly below 3k, CP Cell Sequence=inv_1 -> ha_1 -> inv_1 -> a21oi_1 -> o21ai_0 -> a22oi_1 -> o2111ai_1 -> a311oi_1 -> o21ai_1 -> a21o_1 -> fa_1 -> a311oi_1 -> o22ai_1 -> o2111ai_1 -> a31o_2 -> o311a_1 -> clkdlybuf4s50_1, hold path endpoint=alu_b_i[18]$_DFFE_PN0P_, dpl hpwl=between 40,000 and 50,000 um, hold crit path type=flop to flop, crit-path max FO=13, Top cell area share=between 10% and 20%, H-tree depth=3, Synth top cell by count=a21oi_1, Post-synth EDFFs=0, Sum Neg Setup Slack=0 ns, Die X=between 150 and 200 um, critical path type=flop to output port, initial antenna violation count=3, CTS tree=yes, Regs by FF count=alu_a_i (32), alu_b_i (32), alu_op_i (4), vertical die size=about 180 um
[routing by layer]
metal / GRT usage, % / up-vias / wire length, um
met5: 0 / - / 26
met4: 10.2 / 4 / 1920
met3: 7.16 / 109 / 5160
met2: 52.2 / 677 / 23500
met1: 58.6 / 6405 / 25300
li1: - / 5880 / -
[final cells by class]
class	count	area [um^2]	share of cell area, %
sequential	71	1790	13.2
tap	390	488	3.62
clock buffer	11	243	1.80
timing repair buffer	112	1020	7.53
multi-input combinational	1269	9510	70.5
clock inverter	5	58.8	0.436
inverter	102	383	2.84
[worst max-delay path, delay by kind of cell (launching register included)]
| family | cells | cell delay, ns |
|---|---|---|
| buffers and inverters | 3 | 0.87 |
| AND-OR/OR-AND | 12 | 2.95 |
| flip-flops | 1 | 0.78 |
| adder cells (fa/ha/maj) | 2 | 1.01 |
[stage by stage]
stage	util (%)	hold slack [ns]	std cells	instance area (um^2)
after floorplan	-	0.506	1586	12300
after global routing	45.1	0.604	1960	13500
after CTS	45.1	0.571	1960	13500
after detailed placement	44.1	0.557	1944	13200
after global placement	44.1	0.549	1944	13200
final	45.1	0.569	1960	13500
[kinds of logic (layout without fill, tap and decap cells)]
family | after synthesis | count (layout) | share of synthesized area [%]
AOI/OAI and AO/OA | 579 | 579 | 31.7
and+or+nand+nor | 396 | 396 | 14.5
buffers and inverters | 246 | 230 | 8.22
muxes | 174 | 174 | 19.1
adders and majority gates | 112 | 112 | 11.6
DFF | 71 | 71 | 14.5
xor gates and xnor gates | 5 | 5 | 0.357
other | 2 | 3 | 0.0612
[worst max-delay path by stage]
stage	from	endpoint	cells after the start
final	alu_a_i[20]$_DFFE_PN0P_	out_sl_HRDATA[0]	17
after global routing	alu_a_i[20]$_DFFE_PN0P_	out_sl_HRDATA[31]	20
after CTS	alu_b_i[2]$_DFFE_PN0P_	out_sl_HRDATA[0]	17
[power by group through the flow]
stage	sequential [mW]	clock (mW)	combinational [mW]
CTS	0.537	0.281	2.99
global route	0.563	0.291	3.28
finish	0.547	0.276	3.05
[cells in the final DEF (no fill, tap or decap), drive strengths merged, types with 27 or more instances in the layout]
cell type,Yosys,final
buf,49,42
clkdlybuf4s50,0,70
mux2,79,79
nor2,150,150
mux2i,55,55
nand2,129,129
dfrtp,71,71
o21ai,124,124
a211oi,38,38
inv,101,101
a21oi,160,160
mux4,40,40
ha,109,109
nor3,27,27
No activity file was given, so power comes from the tool's default toggle rates.
