$ cat config.mk
export PLATFORM = sky130hd
export DESIGN_NAME = dual_port_block_ram
export DESIGN_NICKNAME = dual_port_block_ram
export VERILOG_FILES = /design/flow/design.v
export SDC_FILE = /design/flow/constraint.sdc
export NUM_CORES = 4
export LEC_CHECK = 1
export CORE_UTILIZATION = 50
$ cat constraint.sdc
current_design dual_port_block_ram

set clk_period 13.7
set clk_io_pct 0.2

create_clock -name clk0 -period $clk_period [get_ports {clk}]

set non_clock_inputs [all_inputs -no_clocks]
set_input_delay [expr $clk_period * $clk_io_pct] -clock clk0 $non_clock_inputs
set_output_delay [expr $clk_period * $clk_io_pct] -clock clk0 [all_outputs]
$ cat design.v
module dual_port_block_ram(
   clk   ,
   ena   ,   
   wea   ,   
   addra ,   
   enb   ,   
   addrb ,   
   dia   ,   
   dob       
);
	parameter W_DATA = 8;
   parameter N_CELL = 512; 
   parameter W_CELL = $clog2(N_CELL);
   parameter FILENAME = "";
   parameter N_DELAY = 1;
   input clk;   
   input ena;                  
   input wea;                  
   input [W_CELL-1:0] addra;   
   input enb;                  
   input [W_CELL-1:0] addrb;   
   input [W_DATA-1:0] dia;     
   output [W_DATA-1:0] dob;    
	reg [W_DATA-1:0] ram[N_CELL-1:0];
   initial
   begin
      if (FILENAME != "") begin
         $display("### Loading internal memory from %s ###", FILENAME);
         $readmemh(FILENAME, ram);
      end
   end
   always @(posedge clk)
   begin: write
      if(ena)
      begin
         if(wea)
            ram[addra] <= dia;
      end
   end
   generate 
      if(N_DELAY == 1) begin: delay_1
         reg [W_DATA-1:0] rdata;  
         always @(posedge clk)
         begin: read
            if(enb)
               rdata <= ram[addrb];
         end
         assign dob = rdata;
      end
      else begin: delay_n
         reg [N_DELAY*W_DATA-1:0] rdata_r;
         always @(posedge clk)
         begin: read
            if(enb)
               rdata_r[0+:W_DATA] <= ram[addrb];
         end
         always @(posedge clk) begin: delay
            integer i;
            for(i = 0; i < N_DELAY-1; i = i+1)
               if(enb)
                  rdata_r[(i+1)*W_DATA+:W_DATA] <= rdata_r[i*W_DATA+:W_DATA];
         end
         assign dob = rdata_r[(N_DELAY-1)*W_DATA+:W_DATA];
      end
   endgenerate
endmodule
$ cat run.sh
#!/bin/bash
# OpenROAD 26Q1-2900-gdf79404cd8, Yosys 0.63+post, stock flow scripts
make -C /OpenROAD-flow-scripts/flow DESIGN_CONFIG=/design/flow/config.mk WORK_HOME=/design/flow/orfs finish
==> run notes <==
Status of the implementation.

- The number of rows in the core area is 207, for reference.
- Clock tree synthesis inserted a total of 412 buffers.
- The mean instance size in the synthesized netlist is 20.0 µm², for reference.
- The post-layout minimum cycle time is 7.56 ns, for reference.
- In this run the deepest clock path goes through 4 buffers.
- The layout overhead on the synthesized area is 11.1%, for reference.
- Per the detail_route report, DRC violations left total 0.
- The commonest register cell after synthesis is edfxtp_1, for reference.
- The count of max-cap constraint violations is 0, for reference.
- The power report attributes to the clock group a share of 41.9%.
- The post-synth tally of flip-flops with integrated enable is 4104, for reference.
- The actual transition at the worst max-transition pin is 1.28 ns, for reference.
- The largest vdd supply drop is 0.123 mV, for reference.
- STA classifies the critical path startpoint as a primary input.
- The critical path endpoint category is a flip-flop, for reference.
- The yosys-reported design area after synthesis is 160000 µm², for reference.
- The die is 568 µm wide.
- The critical path required time is 14.51 ns, for reference.
- Hold-check failures listed in the final report amount to 0.
- According to the I/O placement log, the pin count is 38.
- The number of cell instances after yosys synthesis is 8021, for reference.
- The power per cell area is 145 nW/µm², for reference.
- The register share after synthesis is 76.9%, for reference.
- The combinational fraction of design power is 4.7%, for reference.
- Once the clock tree was built, the resizer swapped 0 gates to a different size.
- The flow ran to the end, and the final reports show no timing, DRC or antenna violations.
- The clock-pin slew of the registers on the worst-case setup and hold paths is 0.06 ns, for reference.
- The number of distinct standard cells referenced by the synthesized netlist is 51, for reference.
- After legalization and detailed placement, the total HPWL measured 250 mm.
- In the final report, the number of endpoints failing setup comes to 0.
- The total number of H-tree levels is 5, for reference.
- The vias after detailed routing is 79400, for reference.
- TritonCTS built the clock tree.
- The combined area of all synthesized cells is 160000 µm², for reference.
- Per the post-route antenna check, the number of violating nets is 0.
- The setup slack after layout is 6.14 ns, for reference.
- For this sky-water flow run, the detailed-routed wirelength per cell is reported as 32.3 µm.
- The critical path is of the primary input to flip-flop type.
- The critical path maximum fanout is 74.
- The number of global-route vias before repair is 86000, for reference.
- The final count of pins violating max slew is 0, for reference.
- STA on the placed design reports a worst setup slack of 5.25 ns.
- The first-pass GRT wire length is 594 mm, for reference.
- Once layout is complete, the utilization of the core stands at 55.9%.
- Of the cells placed in the final design, the portion with a size suffix greater than 1 is 17.2%.
- The worst min-delay path class is flip-flop to flip-flop, for reference.
- For the final routed database, the setup TNS stands at 0 ns.
- The synthesis report lists the Yosys warning total as 1.
- The instance area after placement is 165000 µm², for reference.
- The setup fix buffers added after clock tree synthesis is 0, for reference.
- The relative max-transition margin is 14.1%, for reference.
- Registers take 123000 µm².
- Setup repair after global routing left no endpoint under its margin.
- STA puts the critical path data arrival time at 8.37 ns.
- The placement report lists the number of port buffers as 37.
- The reported net switching power is 0.00545 W, for reference.
- The overall overflow remaining after global route is 0, for reference.
- The achievable frequency is 132 MHz, for reference.
- Across all hold checks on the routed design, the worst slack comes to 1.28 ns.
- The clock reaches the later pin of the worst-skew pair after 0.96 ns.
- Summed over all cells, the static leakage comes to 56.1 nW.
- In this run, flip-flops and latches consume 53.5% of the power.
- The post-cts hold-fix buffer tally is 0, for reference.
- The async set-or-reset flop fraction in the synthesized netlist is 0%, for reference.
- The first routing iteration left 5530 violations.
- The cell at the root of the clock tree is clkbuf_16, for reference.
- The routed design shows a via density per instance of 6.23.
- Counting flops and latches in the post-synthesis netlist gives 4104.
- The layout report lists the multi-input gate area as 34000 µm².
- The number of warnings the tools reported is 38, for reference.
- The post-route clock period utilization is 55.2%, for reference.
- The final report gives the standard cell area, fillers excluded, as 178000 µm².
- In the power breakdown, the internal column shows 0.0204 W.
- The detailed router reported a total wirelength of 411 mm.
- The placer's final routability congestion estimate is 0.965, for reference.
- In the final layout, the fill cell count is 23000.
- The number of search-and-repair iterations in the first detailed-routing pass is 6, for reference.
- The chip occupies 323000 µm².
- The die is 568 µm tall.
- Total global-route track usage over all layers is 29.1%.
- The fraction of power spent switching nets is 21.1%, for reference.
- The number of antenna violations at the first check in global routing is 26, for reference.
- The floorplan-stage core utilization is 50.4%, for reference.
- The worst clock skew on the final layout is 0.0608 ns, for reference.
- The pin count of the biggest net entering global routing is 120, for reference.
- The core area is 318000 µm², for reference.
- The count of clock tree sinks is 4104, for reference.
- The post-synthesis instance total is 8021, for reference.
==> final cells by class <==
type,instances,area share [%]
timing repair buffer,276,1.37
antenna,32,0.0450
sequential,4104,69.2
tap,4180,2.94
clock inverter,227,1.20
clock buffer,518,6.10
inverter,4,0.0127
multi-input combinational,3400,19.1
==> cell families (layout without fill, tap and decap cells) <==
family                 after synthesis  after routing  share of synthesized area [%]
AND-OR/OR-AND                     1038           1038                           4.51
buffers and inverters              517           1025                           2.03
flip-flops                        4104           4104                           76.9
multiplexers                      1458           1458                           14.1
other                                0             32                              0
AND/OR/NAND/NOR                    904            904                           2.47
==> metal layers <==
| layer | wire length [µm] | GRT usage (%) | part of all wire (%) |
|---|---|---|---|
| met4 | 13600 | 7.39 | 3.3 |
| met5 | 948 | 3.15 | 0.23 |
| met1 | 133000 | 38.9 | 32 |
| met2 | 191000 | 40.6 | 46 |
| met3 | 72300 | 21.4 | 18 |
==> cell usage in the layout, fill, tap and decap left out, types with 32 or more instances in the layout <==
| cell type | instances |
|---|---|
| a21oi_1 | 209 |
| a22oi_1 | 94 |
| buf_4 | 222 |
| bufinv_16 | 33 |
| clkbuf_1 | 99 |
| clkbuf_16 | 419 |
| clkinv_1 | 88 |
| clkinv_2 | 72 |
| diode_2 | 32 |
| edfxtp_1 | 4104 |
| mux2i_1 | 823 |
| mux4_2 | 617 |
| nand2_1 | 103 |
| nand3_1 | 32 |
| nand4_1 | 45 |
| nor2_1 | 562 |
| nor3_1 | 32 |
| o21ai_0 | 116 |
| o221ai_1 | 367 |
| o22ai_1 | 185 |
==> worst max-delay path, stage by stage <==
cell	delay, ns
buf_16	0.34
buf_4	0.64
buf_4	0.78
buf_4	0.67
buf_4	0.58
mux2i_1	0.16
o221ai_1	0.25
a21oi_1	0.14
nor4_1	0.81
nand4_1	0.44
nand4_1	0.34
and4b_1	0.24
==> path summary, 6_finish.rpt <==
kind | cells after the start | end | startpoint | slack [ns]
worst max-delay path | 12 | delay_1.rdata[6]$_DFFE_PP_ | addrb[0] | 6.14
worst min register to register | 6 | delay_1.rdata[7]$_DFFE_PP_ | ram[156][7]$_DFFE_PP_ | 1.28
worst max register to register | 6 | delay_1.rdata[5]$_DFFE_PP_ | ram[273][5]$_DFFE_PP_ | 10.35
worst min-delay path | 6 | delay_1.rdata[7]$_DFFE_PP_ | ram[156][7]$_DFFE_PP_ | 1.28
==> power groups by stage <==
| stage | logic [W] | registers (W) | clock network [W] |
|---|---|---|---|
| 4_1_cts | 0.00122 | 0.0138 | 0.0110 |
| 5_1_grt | 0.00129 | 0.0138 | 0.0115 |
| 6_report | 0.00121 | 0.0138 | 0.0108 |
==> sequential cells by signal, indices dropped and copies added, names as in the netlist <==
| register | count |
|---|---|
| ram | 4096 |
| delay_1.rdata | 8 |
==> per-stage QoR <==
step,total power (W),instances
5_1_grt,0.0266,12700
3_5_place_dp,0.0153,12000
3_3_place_gp,0.0153,12000
4_1_cts,0.0261,12700
2_1_floorplan,0.0148,8021
6_report,0.0259,12700
==> synthesized netlist by cell type, types with 17 or more instances <==
library cell / n / area share, %
buf_6: 62 / 0.44
nor2_1: 564 / 1.3
o31ai_1: 17 / 0.080
edfxtp_1: 4104 / 77
a211oi_1: 23 / 0.11
buf_4: 64 / 0.30
o22ai_1: 185 / 0.72
mux4_1: 17 / 0.28
o21ai_0: 116 / 0.36
a22oi_1: 94 / 0.44
mux2i_1: 823 / 5.1
buf_8: 29 / 0.27
buf_2: 61 / 0.19
nand2_1: 118 / 0.28
clkbuf_1: 247 / 0.58
mux4_2: 617 / 8.7
nor3_1: 33 / 0.10
buf_1: 37 / 0.087
nand3_1: 36 / 0.11
o221ai_1: 367 / 2.0
and2_1: 19 / 0.074
nand4_1: 45 / 0.18
nor4_1: 27 / 0.11
a21oi_1: 209 / 0.65
Power and IR drop assume default switching activity.
