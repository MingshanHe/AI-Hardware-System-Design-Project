==> flow/design.v <==
module dpram(
   clk   ,
   ena   ,   
   wea   ,   
   addra ,   
   enb   ,   
   addrb ,   
   dia   ,   
   dob       
);
   parameter W_DATA = 8;
   parameter N_WORD = 512; 
   parameter W_WORD = $clog2(N_WORD);
   parameter FILENAME = "";
   parameter N_DELAY = 1;
   input clk;   
   input ena;                  
   input wea;                  
   input [W_WORD-1:0] addra;   
   input enb;                  
   input [W_WORD-1:0] addrb;   
   input [W_DATA-1:0] dia;     
   output [W_DATA-1:0] dob;    
	reg [W_DATA-1:0] ram[N_WORD-1:0];
   initial
   begin
      if (FILENAME != "") begin
         $display("### Loading internal memory from %s ###", FILENAME);
         $readmemh(FILENAME, ram);
      end
   end
   always @(posedge clk)
   begin: write
      if(ena)
      begin
         if(wea)
            ram[addra] <= dia;
      end
   end
   generate 
      if(N_DELAY == 1) begin: delay_1
         reg [W_DATA-1:0] rdata;  
         always @(posedge clk)
         begin: read
            if(enb)
               rdata <= ram[addrb];
         end
         assign dob = rdata;
      end
      else begin: delay_n
         reg [N_DELAY*W_DATA-1:0] rdata_r;
         always @(posedge clk)
         begin: read
            if(enb)
               rdata_r[0+:W_DATA] <= ram[addrb];
         end
         always @(posedge clk) begin: delay
            integer i;
            for(i = 0; i < N_DELAY-1; i = i+1)
               if(enb)
                  rdata_r[(i+1)*W_DATA+:W_DATA] <= rdata_r[i*W_DATA+:W_DATA];
         end
         assign dob = rdata_r[(N_DELAY-1)*W_DATA+:W_DATA];
      end
   endgenerate
endmodule
==> flow/run.sh <==
#!/bin/bash
# OpenROAD 26Q1-2900-gdf79404cd8, Yosys 0.63+post, stock flow scripts
make -C /OpenROAD-flow-scripts/flow DESIGN_CONFIG=/design/flow/config.mk WORK_HOME=/design/flow/orfs finish
==> flow/config.mk <==
export PLATFORM = sky130hd
export DESIGN_NAME = dpram
export DESIGN_NICKNAME = dpram
export VERILOG_FILES = /design/flow/design.v
export SDC_FILE = /design/flow/constraint.sdc
export NUM_CORES = 4
export LEC_CHECK = 1
export CORE_UTILIZATION = 30
==> flow/constraint.sdc <==
current_design dpram

set clk_period 22.7
set clk_io_pct 0.2

create_clock -name clk0 -period $clk_period [get_ports {clk}]

set non_clock_inputs [all_inputs -no_clocks]
set_input_delay [expr $clk_period * $clk_io_pct] -clock clk0 $non_clock_inputs
set_output_delay [expr $clk_period * $clk_io_pct] -clock clk0 [all_outputs]
==> out/results.txt <==
GRT Overall Usage: 0.164
Part of the Yosys area used for sequential elements: 0.769
Critical-path cell list: buf_16, buf_4, buf_12, buf_4, buf_4, buf_4, buf_4, mux2i_1, o221ai_1, o22ai_1, a22oi_1, nand4_1, and4_1, nor4_2
# resized after CTS: 0
Pre-antenna DRT Iters: 6
GRT overflow: 0
Clock network fraction of design power: 0.421
Num CTS Buffers: 404
Final tally of setup violations: 0
Worst path slowest cell: buf_4
CTS H-tree lvls: 5
Initial antenna violation count: 18
P_sw: 3.34 mW
Worst skew pair latency: 0.98 ns
First-pass GRT wire length: 603000 um
Post-layout util: 0.341
Logic pwr share: 0.047
Number of global-route vias before repair: 87000
Die W: 733 um
Post-synth regs: 4104
Met3 Use GR: 0.142
WS Path Type: input pin to flop
Post-DRT Antenna Nets: 0
Hold-fix buffers, CTS: 0
Top-area cell type share of the netlist area: 0.769
Post-synth area hogs: edfxtp_1 (77%), mux4_2 (8.7%), mux2i_1 (5.1%), o221ai_1 (2.0%), nor2_1 (1.3%)
1st-iter DRT viols: 5298
Worst-path clk slew: 0.06 ns
OpenROAD warnings: 34
Leakage power: 56.1 nW
Skew final: 0.0638 ns
CP Buf/Inv Count: 7
Part of the power in registers: 0.532
Final Cycle Share: 0.457
Startpoint types: input pin
CTS sink count: 4104
RSZ-0062 raised after global routing: no
Distinct lib cells used: 51
Max-cap violations: 0
Final wirelength: 418000 um
FFs w/ async S/R, synth: 0
Chip area in the Yosys report: 160000 um^2
Layout cells sized above 1: 0.175
Tmin final: 10.38 ns
CTS tree: built
Starting Density: 0.301
Outcome: finished clean
GR Util met2: 0.245
Yosys cell count: 8021
Cell area power density: 86.5 nW/um^2
Drt via density: 5.14
Cell area after synthesis: 160000 um^2
Syn Inst Count: 8021
Endpoint type of the worst setup path: flop
Port Buffers: 37
Die Y: 733 um
Delay-heaviest family, CP: buffers and inverters
Synth area leader: edfxtp_1
Tightest Pin Transition: 1.32 ns
Drt wl/cell: 26.8 um
Post-DP HPWL: 259000 um
Vias: 80000
Gr busiest metal: met2
Layout area overhead: 13.3%
F_max: 0.0963 GHz
Setup TNS Final: 0 ns
Maximum vdd drop: 0.0657 mV
Fin. max-slew vios: 0
Data arrival time of the worst path: 11.16 ns
Slew HR: 0.119
CP most frequent cell: buf_4
Die footprint: 537000 um^2
Min-Delay Path Class: flop to flop
EDFF count, synth: 4104
Syn Area/Cell: 20.0 um^2
Largest net degree at the start of global routing: 112
Most common reg cell: edfxtp_1
CP peak stage delay: 0.76 ns
CP required: 23.48 ns
Core Region: 532000 um^2
Int Power: 12.4 mW
Clock Tree Root: clkbuf_16
CTS Buffer Depth: 4
Global routing usage on met1: 0.171
Routability Congestion: 0.905
Crit-path max FO: 82
Setup Fix Bufs, Post-CTS: 0
FP Rows: 268
Sw frac: 0.212
Final hold violation count: 0
Number of synthesis warnings: 1
Residual DRC count: 0
Top-level I/O count: 38
registers in the layout (all words and copies together) (netlist names):
signal / cells
delay_1.rdata: 8
ram: 4096
cells in the mapped netlist (2+ instances only):
cell type / count
nor4_2: 6
and3_1: 12
mux2i_1: 823
a22o_1: 6
o21ai_0: 116
or2_2: 3
inv_1: 2
o221ai_1: 367
o22ai_1: 185
and2_1: 19
a21oi_1: 209
buf_8: 29
nand2b_1: 5
a221oi_1: 6
or4_1: 6
edfxtp_1: 4104
nor2b_1: 8
a22oi_1: 94
a211oi_1: 23
buf_1: 37
and4_1: 7
nand3_1: 36
nor4_1: 27
nand2_1: 118
and4b_1: 2
clkbuf_1: 247
mux4_2: 617
and3b_1: 3
a311oi_1: 8
nor3b_1: 8
o31ai_1: 17
buf_4: 64
nand4_1: 45
a31oi_1: 2
nor3_1: 33
buf_2: 61
buf_12: 12
nor2_1: 564
buf_6: 62
mux4_1: 17
worst reg2reg max path, cell delays in order (launching register included):
cell and delay [ns]:
edfxtp_1 0.32, mux2i_1 0.08, o221ai_1 0.37, o22ai_1 0.15, o21ai_0 0.63, and3_1 0.63
nand4_1 0.40, nor4_2 0.34
through the flow:
stage	hold slack (ns)	worst slack (ns)	total power [mW]	cell area [um^2]	instances
final	1.28	12.32	15.7	182000	15600
after global routing	1.37	11.90	16.1	181000	15600
after CTS	1.30	12.36	15.8	181000	15600
after detailed placement	1.27	11.28	9.25	168000	14800
after global placement	1.29	11.37	9.24	168000	14800
after floorplan	0.981	16.03	8.91	160000	8021
path summary, 6_finish.rpt:
path / cells after the start / startpoint / slack (ns) / end
setup / recovery: 14 / addrb[0] / 12.32 / delay_1.rdata[4]
hold / removal: 6 / ram[288][0] / 1.28 / delay_1.rdata[0]
setup reg to reg: 7 / ram[297][7] / 19.57 / delay_1.rdata[7]
hold reg to reg: 6 / ram[288][0] / 1.28 / delay_1.rdata[0]
cell usage in the layout, fill, tap and decap left out, drive strengths merged, types with 12 or more instances in the layout:
master / count
mux2i: 823
clkinv: 170
and3: 12
a22oi: 94
nor2: 564
clkbuf: 502
a211oi: 23
clkinvlp: 14
clkdlybuf4s50: 24
inv: 22
nor3: 33
and2: 19
mux4: 634
nor4: 33
o21ai: 116
o22ai: 185
diode: 19
nand4: 45
o31ai: 17
nand3: 36
edfxtp: 4104
o221ai: 367
nand2: 118
bufinv: 41
buf: 263
a21oi: 209
power groups by stage:
stage / logic, mW / clock network, mW / registers (mW)
4_1_cts: 0.746 / 6.71 / 8.35
5_1_grt: 0.797 / 7.00 / 8.34
6_report: 0.743 / 6.61 / 8.35
routing by layer:
layer  vias to the layer above  share of wire
met5                         -         0.0027
met4                        40          0.034
met3                       728           0.19
met2                      5051           0.46
li1                      33900              -
met1                     40300           0.32
cells by family after synthesis:
kind of cell / share of synthesized area
mux: 0.141
simple gates: 0.0247
flops: 0.769
buf+inv: 0.0203
compound gates: 0.0451
cell type report:
cell class                      instances  area (um^2)
Clock buffer                          501        10600
Fill cell                           48500       351000
Clock inverter                        243         2450
Sequential cell                      4104       123000
Timing Repair Buffer                  288         2380
Multi-Input combinational cell       3400        34000
Inverter                                4         22.5
Tap cell                             7020         8780
Antenna cell                           19         47.5
No activity file was given, so power comes from the tool's default toggle rates.
